### flow/design.v
`timescale 1ns / 1ps
module Keyboard(
   input CLK,	 
   input PS2_CLK,	 
   input PS2_DATA,
   output reg [7:0] LED,	 
   output reg [1:0] LED2,
	output reg KEY_COUNTER
   );
	wire [7:0] ARROW_LEFT = 8'h6B;
	wire [7:0] ARROW_RIGHT = 8'h74;
	reg [7:0] PREVIOUS_KEY;
	reg read;				 
	reg [11:0] count_reading;		 
	reg PREVIOUS_STATE;			 
	reg scan_err;				 
	reg [10:0] scan_code;			 
	reg [7:0] CODEWORD;			 
	reg TRIG_ARR;				 
	reg [3:0]COUNT;				 
	reg TRIGGER = 0;			 
	reg [7:0]DOWNCOUNTER = 0;		 
	initial begin
		KEY_COUNTER = 0;
		PREVIOUS_KEY = 0;
		PREVIOUS_STATE = 1;		
		scan_err = 0;		
		scan_code = 0;
		COUNT = 0;			
		CODEWORD = 0;
		LED = 0;
		read = 0;
		count_reading = 0;
	end
	always @(posedge CLK) begin				 
		if (DOWNCOUNTER < 249) begin			 
			DOWNCOUNTER <= DOWNCOUNTER + 1;
			TRIGGER <= 0;
		end
		else begin
			DOWNCOUNTER <= 0;
			TRIGGER <= 1;
		end
	end
	always @(posedge CLK) begin	
		if (TRIGGER) begin
			if (read)				 
				count_reading <= count_reading + 1;	 
			else 						 
				count_reading <= 0;			 
		end
	end
	always @(posedge CLK) begin		
	if (TRIGGER) begin						 
		if (PS2_CLK != PREVIOUS_STATE) begin			 
			if (!PS2_CLK) begin				 
				read <= 1;				 
				scan_err <= 0;				 
				scan_code[10:0] <= {PS2_DATA, scan_code[10:1]};	 
				COUNT <= COUNT + 1;			 
			end
		end
		else if (COUNT == 11) begin				 
			COUNT <= 0;
			read <= 0;					 
			TRIG_ARR <= 1;					 
			if (!scan_code[10] || scan_code[0] || !(scan_code[1]^scan_code[2]^scan_code[3]^scan_code[4]
				^scan_code[5]^scan_code[6]^scan_code[7]^scan_code[8]
				^scan_code[9]))
				scan_err <= 1;
			else 
				scan_err <= 0;
		end	
		else  begin						 
			TRIG_ARR <= 0;					 
			if (COUNT < 11 && count_reading >= 4000) begin	 
				COUNT <= 0;				 
				read <= 0;				 
			end
		end
	PREVIOUS_STATE <= PS2_CLK;					 
	end
	end
	always @(posedge CLK) begin
		if (TRIGGER) begin					 
			if (TRIG_ARR) begin				 
				if (scan_err) begin			 
					CODEWORD <= 8'd0;		 
				end
				else begin
					CODEWORD <= scan_code[8:1];	 
				end				 
			end					 
			else CODEWORD <= 8'd0;				 
		end
		else CODEWORD <= 8'd0;					 
	end
	always @(posedge CLK) begin
		if (CODEWORD == ARROW_RIGHT)begin				 
			LED <=  LED + 1;					 
			KEY_COUNTER = !KEY_COUNTER;
			PREVIOUS_KEY <= CODEWORD;
			end
		else if (CODEWORD == ARROW_LEFT)begin			 
			LED <=  LED - 1;					 
			KEY_COUNTER = !KEY_COUNTER;
			PREVIOUS_KEY <= CODEWORD;
			end
	end
	always @(posedge CLK)begin
	if (!(KEY_COUNTER) ) begin
			if(CODEWORD == ARROW_LEFT)begin 
			LED2 <= 2'b10;
			end
			else if (CODEWORD == ARROW_RIGHT)begin 
			LED2 <= 2'b11;
			end
			else LED2 <= 2'b00;
			end
	end
endmodule
`timescale 1ns / 1ps
module wrapper(
	input CLK,		 
	input PS2_CLK,		 
	input PS2_DATA,		 
	output [7:0] LED,	 
	output [1:0] LED2,
	output KEY_COUNTER
	);
Keyboard TestingKeyboard (
							.CLK(CLK),
							.PS2_CLK(PS2_CLK), 
							.PS2_DATA(PS2_DATA),
							.LED(LED),
							.LED2(LED2),
							.KEY_COUNTER(KEY_COUNTER)
							);
endmodule
### flow/run.sh
#!/bin/bash
# OpenROAD 26Q1-2900-gdf79404cd8, Yosys 0.63+post, stock flow scripts
make -C /OpenROAD-flow-scripts/flow DESIGN_CONFIG=/design/flow/config.mk WORK_HOME=/design/flow/orfs finish
### flow/config.mk
export PLATFORM = sky130hd
export DESIGN_NAME = wrapper
export DESIGN_NICKNAME = wrapper
export VERILOG_FILES = /design/flow/design.v
export SDC_FILE = /design/flow/constraint.sdc
export NUM_CORES = 4
export LEC_CHECK = 1
export CORE_UTILIZATION = 30
### flow/constraint.sdc
current_design wrapper

set clk_period 4.1
set clk_io_pct 0.2

create_clock -name clk0 -period $clk_period [get_ports {CLK}]

set non_clock_inputs [all_inputs -no_clocks]
set_input_delay [expr $clk_period * $clk_io_pct] -clock clk0 $non_clock_inputs
set_output_delay [expr $clk_period * $clk_io_pct] -clock clk0 [all_outputs]
==> results.json <==
{
  "overall_die_height_um": 95.54,
  "synthTopCellsByArea": "edfxtp_1 (48%), dfxtp_1 (13%), ha_1 (6.2%)",
  "place_worst_setup_slack_ns": 1.463,
  "number_of_buffers_between_clock_root_and_the_deepest_sink": 2,
  "via_to_cell_ratio": 4.354,
  "routed_wire_length_per_instance_um": 10.93,
  "tightest_slew_ns": 0.7334,
  "finalWeightedCongestion": 0.7791,
  "cts_tree": "built",
  "cellPowerDensity_mw_per_mm2": 374.5,
  "warning_count": 29,
  "synth_stat.cells": 206,
  "worst_r2r_path_depth": 8,
  "critPathLaunchType": "flip-flop",
  "gr-usage-all-layers_pct": 9.587,
  "detailedRoute.firstIterationViolations": 43,
  "timing.final.crit_period_ns": 2.633,
  "outcome": "finished clean",
  "fmaxAchievable_mhz": 379.8,
  "reg2reg_launch_point": "TestingKeyboard.CODEWORD[1]",
  "finalSetupTns_ns": 0,
  "hold_viol_final": 0,
  "ctsHtreeMaxLevel": 3,
  "final-max-slew-violation-count": 0,
  "synth_async_sr_flop_share_pct": 0,
  "skew_ns": 0.01156,
  "crit-reg2reg-capture": "TestingKeyboard.LED[7]",
  "grt_antenna_before_repair": 0,
  "die_area_mm2": 0.009128,
  "finish.utilization_pct": 36.96,
  "rows": 33,
  "dp_cells": 323,
  "route.vias.total": 1476,
  "floorplan.initialDensity_pct": 31.47,
  "post_synthesis_instance_area_mm2": 0.002625,
  "syn_area_per_cell_um2": 12.74,
  "cts.hold.buffers_added": 0,
  "grt_setup_unrepaired": "no",
  "antenna_cells": 0,
  "cts_setup_buffers": 0,
  "setup_slack_ns": 1.467,
  "max-vdd-ir-drop_uv": 248.4,
  "synth.ff_latch_count": 59,
  "synthFlopType": "edfxtp_1",
  "detail-route-antenna-nets": 0,
  "worstPathArrival_ns": 2.72,
  "dieWidth_um": 95.54,
  "enable_flop_cells": 42,
  "synthesis.yosys.warnings": 1,
  "synthDominantCellAreaShare_pct": 48.05,
  "final_common_cell": "edfxtp_1",
  "synth-area-yosys_mm2": 0.002625,
  "post_synthesis_cell_type_count": 35,
  "grt_first_pass_wirelength_mm": 6.555,
  "finalCritPeriodShare_pct": 64.22,
  "worstPathRequired_ns": 4.18,
  "post-route-cell-area_mm2": 0.003083,
  "relSlewSlack_pct": 51.04,
  "netlist.top_cell.by_area": "edfxtp_1",
  "post_cts_resize_count": 0,
  "worstSetupEndpointType": "flip-flop",
  "min-delay-start": "TestingKeyboard.DOWNCOUNTER[0]",
  "dp_hpwl_mm": 2.414,
  "setup-violations-final": 0,
  "clk_latency_ns": 0.33,
  "max-cap-violations": 0,
  "reg2reg_setup_slack_ns": 1.47,
  "min_to": "TestingKeyboard.DOWNCOUNTER[0]",
  "placed_area_mm2": 0.002887,
  "hold_slack_ns": 0.4629,
  "clock_tree.root_cell": "clkbuf_8",
  "power.total_mw": 1.154,
  "core-area_mm2": 0.008341,
  "leakage_nw": 1.096,
  "place.port_buffers": 13,
  "first_global_vias": 1471,
  "drt_wl_total_mm": 3.706,
  "globalRouteOverflowTotal": 0,
  "layout_top_cells_excl_fill_tap": "edfxtp_1 (42), and2_1 (19), xnor2_1 (18)",
  "post_route_cells_drive_above_1_share_pct": 6.838,
  "synth_cells": 206,
  "drcViolationCount": 0,
  "path_clk_slew_ns": 0.07,
  "seq_area_frac_synth_pct": 61.01,
  "dr.pass1.iters": 4,
  "instances_no_fill": 339,
  "boundaryPins": 14,
  "grt_start_max_net_pins": 19,
  "hold_path.class": "flip-flop to flip-flop",
  "area.growth.synth_to_final_pct": 17.45,
  "number_of_buffers_created_by_cts": 9,
  "timing.critical_path.fanout_max": 10,
  "holdPathStages": 1,
  "critical_setup_path_class": "flip-flop to flip-flop",
  "clock_sink_count": 59
}
## Yosys cell counts, drive strengths merged, types with 2 or more instances
master and n:
nor2 14, nor2b 4, xor2 12, and3 2
inv 12, o21ai 3, a21o 2, nand3 11
nand2 6, edfxtp 42, ha 13, and2 19
clkbuf 2, nor3 2, a21oi 6, nand4 3
dfxtp 17, a31oi 2, xnor2 19
## worst max-delay path by stage
stage / startpoint / end / slack, ns / depth (start not counted)
CTS: TestingKeyboard.CODEWORD[1] / TestingKeyboard.LED[7] / 1.45 / 8
finish: TestingKeyboard.CODEWORD[1] / TestingKeyboard.LED[7] / 1.47 / 8
global route: TestingKeyboard.CODEWORD[1] / TestingKeyboard.LED[7] / 1.32 / 8
## worst max-delay path, stage by stage (launching register included)
cell,delay (ns)
dfxtp_1,0.31
or4_4,0.54
or2_4,0.31
ha_1,0.28
a21o_1,0.17
a21oi_1,0.21
o21bai_1,0.11
o41a_1,0.33
xnor2_1,0.13
## final cells by class
type	count	area (um2)
Fill cell	810	5258
Sequential cell	59	1602
Multi-Input combinational cell	133	970.9
Clock buffer	13	158.9
Timing Repair Buffer	14	137.6
Tap cell	105	131.4
Inverter	12	45.04
Clock inverter	3	37.54
## power by group
group,internal [mW],switching [mW]
combinational,0.00268,0.00273
clock,0.310,0.208
sequential,0.631,0
total,0.944,0.210
## cell families (layout without fill, tap and decap cells)
logic type	Yosys count	count (layout)	share of synthesized area, %
and+or+nand+nor	67	67	13.87
adders and majority gates	14	14	6.959
AOI/OAI and AO/OA	21	21	5.529
buffers and inverters	14	42	2.002
xor gates and xnor gates	31	31	10.63
DFF	59	59	61.01
## registers in the layout, summed over array words and instances, names as in the netlist, 2 cells and up
| name | flops |
|---|---|
| TestingKeyboard.LED2 | 2 |
| TestingKeyboard.CODEWORD | 8 |
| TestingKeyboard.count_reading | 12 |
| TestingKeyboard.scan_code | 11 |
| TestingKeyboard.COUNT | 4 |
| TestingKeyboard.LED | 8 |
| TestingKeyboard.DOWNCOUNTER | 8 |
## metal layers
metal | part of all wire [%] | vias to the layer above | global-route usage, %
li1 | - | 771 | -
met1 | 51 | 678 | 14.48
met2 | 42 | 25 | 13.63
met3 | 5.7 | 2 | 4.136
met4 | 0.86 | 0 | 1.368
met5 | 0 | - | 0
No activity file was given, so power comes from the tool's default toggle rates.
