==> flow/design.v <==
module Application (
	input clk_in,     
	input reset_in,  
	input swap_in,   
	input logic [9:0] horizontal,  
	input logic [9:0] vertical,  
	output logic [23:0] color
);
logic [23:0] colorReg1;
logic [23:0] colorReg2;
logic [23:0] colorReg3;
logic [23:0] colorReg4;
logic [1:0] machineState;
logic [3:0] clockColor;
logic [23:0] newColor;
logic [1:0] zone;
Counter colorgen(clk_in, reset_in, newColor);
StateMachine machine(clk_in, swap_in, reset_in, machineState);
Deco2a4 deco(machineState, clockColor);
ParalelRegister  #(24) color1(newColor, clockColor[0], colorReg1);
ParalelRegister  #(24) color2(newColor, clockColor[1], colorReg2);
ParalelRegister  #(24) color3(newColor, clockColor[2], colorReg3);
ParalelRegister  #(24) color4(newColor, clockColor[3], colorReg4);
SelectionZone select(horizontal , vertical, reset_in, zone);
Multiplexer mux24b(colorReg1, colorReg2, colorReg3, colorReg4, zone, reset, color);
endmodule
module Counter #(parameter N=24)(
	input clk,     
	input reset,  
	output logic [N-1:0] out
);
	always_ff @(posedge clk or posedge  reset)
		if (reset) out <= 0;
		else       out <= out + 1;
endmodule
module Deco2a4 (
	input logic [1:0] selection,  
	output logic [3:0] y          
);
	always_comb
		case(selection)
			2'b00: y <= 4'b0001;
			2'b01: y <= 4'b0010;
			2'b10: y <= 4'b0100;
			2'b11: y <= 4'b1000;
			default: y <= 4'b0000;
		endcase  
endmodule
module Multiplexer #(parameter DATA_WIDTH=24) (input [DATA_WIDTH-1:0] function0, 
											input [DATA_WIDTH-1:0] function1, 
											input [DATA_WIDTH-1:0] function2, 
											input [DATA_WIDTH-1:0] function3,
											input [1:0] selection, 
											input reset,
											output logic [DATA_WIDTH-1:0] y
);
	logic [DATA_WIDTH-1:0] allFunctions [3:0];
	assign allFunctions[0] = function0;
	assign allFunctions[1] = function1;
	assign allFunctions[2] = function2;
	assign allFunctions[3] = function3;
	always_ff @(posedge reset) begin
		if (reset) begin
			y <= 0;
		end else begin
			y <= allFunctions[selection];  
		end
	end
endmodule
module ParalelRegister#(parameter N = 10)
								(input logic [N-1:0] in,
								input  logic clock,
								output logic [N-1:0] out);
	always_ff@(posedge clock)
		if (clock) out <= in;
endmodule
module SelectionZone (
 input logic [9:0] horizontal,	 
 input logic [9:0] vertical,  
 input logic reset,
 output logic [1:0] zone	
);
 always_comb begin
  if (reset) zone = 2'b00;
  else if ((horizontal > 464) & (vertical <=  275))
  	zone = 2'b00;
  else if ((horizontal > 464) & (vertical >  275))
  	zone = 2'b01;
  else if ((horizontal <= 464) & (vertical >  275))
  	zone = 2'b10;
  else
  	zone = 2'b11;
end
endmodule 
module StateMachine(
	input logic clk,     
	input logic swap,    
	input logic reset,   
	output logic [2:0] y);
	typedef enum logic [2:0] {s0, s1, s2, s3} statetype;
	statetype state = s0, nextstate;
	always_ff @(posedge clk, posedge reset)
			if (reset) state <= s0;
			else if(swap) state <= nextstate;
	always_comb
		case(state)
			s0: nextstate =s1;
			s1: nextstate =s2;
			s2: nextstate =s3;
			s3: nextstate =s0;
			default: nextstate =s0;
		endcase  
	assign y = state;
endmodule
module ClkDivisor(
	input logic clock,
	output logic clk25Mhz
	);
 reg counter;
always @(posedge clock) 
	begin
		if(counter == 0)
			begin
				clk25Mhz = 1;
				counter <= 1;
			end
		else 
			begin
				clk25Mhz = 0;
				counter <=0;
			end
	end
endmodule
module ControllerPainter (
  input vidOn,
  input reset,
  input logic [23:0] color,
  output logic [7:0] blue,
  output logic [7:0] green,
  output logic [7:0] red
  );
  always_comb begin
    if(reset) begin
      blue <= 8'd0;
      green <= 8'd0;
      red <= 8'd0;
    end else if(~vidOn) begin
      blue <= 8'd0;
      green <= 8'd0;
      red <= 8'd0;
	 end else begin
      blue <= color[23:16];
      green <= color[15:8];
      red <= color[7:0];
	 end
	end
endmodule
module ControllerSync #(parameter DATA_WIDTH = 4)(
  input clock,   
  input reset,
  output logic hSync,
  output logic vSync,
  output logic [9:0] hCounter,
  output logic [9:0] vCounter,
  output logic vidOn
  );
  initial
    begin
      hCounter = 0;
      vCounter = 0;
    end
  logic refreshHSync, refreshVSync;
  logic hVideoOn, vVideoOn;
  always @(posedge clock, posedge reset) begin 
      if(reset) begin
        hCounter <= 0;
      end else if(refreshHSync) begin
        hCounter <= 0;
      end else begin 
        hCounter <= hCounter + 1'b1;
      end
    end
  always @(posedge clock, posedge reset) begin 
      if(reset) begin
        vCounter <= 0;
      end else if(refreshVSync) begin
        vCounter <= 0;
      end else begin 
        if(hCounter == 799) begin
          vCounter <= vCounter + 1'b1;
        end else begin 
          vCounter <= vCounter;
        end
      end
    end
  assign hVideoOn = (hCounter < 640);
  assign vVideoOn = (vCounter < 480);
  assign hSync = ((hCounter < 655) || (hCounter > 750));
  assign vSync = ((vCounter < 489) || (vCounter > 490));
  assign refreshHSync = (hCounter == 799);
  assign refreshVSync = ((hCounter == 799) && (vCounter == 524));
  assign vidOn = (hVideoOn && vVideoOn);
endmodule
module VGA (
    input clk,   
    input reset,     
    input swap,  
    output vga_hs,
    output vga_vs,
    output logic [7:0] red,
    output logic [7:0] green,
    output logic [7:0] blue,
    output vga_blank_n,
    output clockVGA
    );
    logic [9:0] hCounter, vCounter;
    logic [23:0] color;
    ClkDivisor VGAClkDivisor(clk,clockVGA);
    ControllerSync VGASync(clockVGA,~reset,
        vga_hs,vga_vs,hCounter,vCounter,vga_blank_n);
    Application VGAApplication(clk,~reset,~swap,hCounter,vCounter,color);
    ControllerPainter VGAPainter(vidOn,~reset,
        color,blue,green,red);
endmodule
==> flow/run.sh <==
#!/bin/bash
# OpenROAD 26Q1-2900-gdf79404cd8, Yosys 0.63+post, stock flow scripts
make -C /OpenROAD-flow-scripts/flow DESIGN_CONFIG=/design/flow/config.mk WORK_HOME=/design/flow/orfs finish
==> flow/config.mk <==
export PLATFORM = sky130hd
export DESIGN_NAME = VGA
export DESIGN_NICKNAME = VGA
export VERILOG_FILES = /design/flow/design.v
export SDC_FILE = /design/flow/constraint.sdc
export NUM_CORES = 4
export LEC_CHECK = 1
export CORE_AREA = 10 10 107 107
export DIE_AREA = 0 0 117 117
==> flow/constraint.sdc <==
current_design VGA

set clk_period 1.0
set clk_io_pct 0.2

create_clock -name clk0 -period $clk_period [get_ports {clk}]

set non_clock_inputs [all_inputs -no_clocks]
set_input_delay [expr $clk_period * $clk_io_pct] -clock clk0 $non_clock_inputs
set_output_delay [expr $clk_period * $clk_io_pct] -clock clk0 [all_outputs]
==> results.txt <==
Main metrics from the flow reports.

The summed instance area of the synthesized netlist is 1310 µm². 23 endpoints have no timing constraint. The number of distinct library cells after synthesis came out at 38.

The final hold slack is 0.578 ns. The count of hold buffers inserted by post-cts repair is 0. The post-detailed-route DRC marker count is 0.

The mean area per synthesized cell came out at between 9 and 10 µm². Setup repair after global routing left no endpoint under its margin. The growth of design area from synthesis to finish came out at 7.53%. The post-route fraction of the period consumed by the critical path came out at 95.5%. In this run the critical register-to-register path is launched from VGAClkDivisor.clk25Mhz$_DFF_P_. The flow reported a cell area power density of about 47 nW/µm². The source-to-sink clock delay at the later pin of the worst-skew pair came out at 0 ns.

The total congestion overflow after global routing came out at 0. The registers of the reported paths see a clock transition of 0 ns. After detailed routing, the total wire length is approximately 2.3 mm. The initial antenna violation count was 1. The fraction of final layout cells with drive strength greater than 1 came out at roughly 6.4%. The detailed placer's ending HPWL is around 1.9 mm. The flip-flop and latch count after synthesis came out at 21. The worst setup path is of the flip-flop to output port kind.

Looking at the max-slew report, the worst-margin pin has a slew of between 0.5 and 0.6 ns. The count of unclocked register or latch pins is 20. The delay of the slowest critical-path stage came out at around 0.45 ns. The end point of the worst hold path is VGAClkDivisor.clk25Mhz$_DFF_P_. The peak supply drop is around 0.041 mV. The tightest min-delay check is of the flip-flop to flip-flop type. The run finished with clean final reports.

The routed design shows a wire length per standard cell of slightly above 9 µm. The number of global-route vias before repair is roughly 810. The global placement routability congestion came out at roughly 0.82. The final max-slew violation count is 0. The worst reg-to-reg setup slack came out at 0.31 ns.

The die width is approximately 120 µm. Summing over every cut layer, the via total after detailed routing is about 840. The portion of the post-synthesis area used by sequential elements came out at 39.7%. Hold analysis shows the worst path with a depth of 2.

The total die size came out at 13,700 µm². The maximum fanout along the worst path is 2. The tally of max-capacitance violations is 0.

Derived from the worst setup path, the maximum achievable clock frequency is roughly 1000 MHz. The aggregate negative setup slack is 0 ns. The buffering stage count on the worst path with inverters included came out at 1. The cell count after synthesis came out at ~140. Looking at the post-CTS report, the setup buffer insertion count equals 0. The worst setup skew after layout is 0 ns. The cell count listed in synth_stat.txt came out at ~140. The global-route usage over all layers came out at 3.34%. The final setup violation count came out at 0.

On the critical path, the stage with the largest delay is an instance of clkdlybuf4s50_1. The number of core rows came out at 35. The number of port buffers is 5. The count of final hold-check violations came out at 0. The chip area line of the yosys report is ~1300 µm². During synthesis, Yosys emitted a total of 15 warnings. STA classifies the critical path startpoint as a flip-flop. The reg-to-reg critical path endpoint is VGAClkDivisor.clk25Mhz$_DFF_P_. The starting utilization of the core area is 14.3%. The pin count of the biggest net entering global routing came out at 22. Walking the worst path, the cells encountered are clkdlybuf4s50_1. The stage logs contain a warning count of 32. The number of cells on the worst reg-to-reg path came out at 2. The count of nets left with antenna violations after detail routing is 0. Per the OpenROAD floorplan log, the height of the die is around 120 µm.

The headroom to the max-slew limit came out at 65.6%. The I/O pin total came out at 31. The average vias per placed instance came out at ~3.3. The number of violations reported at the end of detailed-routing iteration 0 is around 60. The first global-routing pass estimated 3.84 mm of wire.

The core footprint came out at around 9000 µm². The post-synth count of flops with an enable pin is 0. Measured on the finished design, the core utilization comes to around 15%. The shortest period the worst path allows is roughly 0.95 ns. The post-synthesis async set-or-reset flop share is 95.2%. The most instantiated flip-flop cell in the synthesis netlist is dfrtp_1.

The power consumption came out at 0.0000667 W. On the critical path the largest part of the delay comes from buffers and inverters. The arrival time at the worst endpoint is 0.75 ns.

The worst setup path is captured at an output port. The critical path endpoint has a required time of 0.80 ns. The iteration count of the initial detailed-routing pass came out at 4. Looking at hold timing, the worst path starts from VGAClkDivisor.clk25Mhz$_DFF_P_. The leakage power summed over all cells came out at a little over 0.6 nW.
[worst reg2reg max path, cell delays in order (launching register included)]
cell and delay, ns:
dfxtp_2 0.30, buf_4 0.21, inv_1 0.06
[cell usage after synthesis, types with 4 or more instances]
library cell / instances / share of area [%]
buf_4: 26 / 15
dfrtp_1: 20 / 38
nor2_1: 10 / 2.9
inv_1: 8 / 2.3
nand3_1: 8 / 3.1
nand4_1: 7 / 3.3
xnor2_1: 6 / 4.0
ha_1: 5 / 4.8
nand2_1: 5 / 1.4
o21ai_0: 5 / 1.9
nor3_1: 4 / 1.5
xor2_1: 4 / 2.7
[registers in the layout (all words and copies together) (netlist names)]
signal,count
VGASync.vCounter,10
VGAClkDivisor.clk25Mhz,1
VGASync.hCounter,10
[how the worst max path moves through the flow]
| stage | depth (start not counted) | to | startpoint |
|---|---|---|---|
| 6_report | 1 | clockVGA | VGAClkDivisor.clk25Mhz$_DFF_P_ |
| 5_1_grt | 1 | clockVGA | VGAClkDivisor.clk25Mhz$_DFF_P_ |
| 4_1_cts | 1 | clockVGA | VGAClkDivisor.clk25Mhz$_DFF_P_ |
[final cells by class]
cell class              instances  area, µm²
fillers                      1020       7780
multi-input cells             104        653
flip-flops and latches         21        522
well taps                     111        139
repair buffers                  7       65.1
inverters                       8       30.0
diodes                          1       2.50
[per-stage QoR]
step / area, µm² / std cells / setup WS, ns
final: 1410 / 252 / 0.0453
after global routing: 1410 / 251 / 0.0166
after CTS: 1410 / 251 / 0.0195
after detailed placement: 1410 / 251 / 0.0195
after global placement: 1410 / 251 / 0.0292
after floorplan: 1400 / 159 / 0.278
[repair_timing]
action	CTS	global route
setup endpoints to repair	0	1
resized	0	1
hold endpoints to repair	0	0
[where the power goes]
part            internal (W)  switching, W
sequential         0.0000398             0
combinational     0.00000600     0.0000209
clock          0.00000000269             0
total              0.0000458     0.0000209
[cells by family (layout without fill, tap and decap cells)]
logic type	count (synthesis)	in the layout	share of synthesized area, %
AND-OR/OR-AND	14	14	7.15
XOR/XNOR	10	10	6.67
adder cells (fa/ha/maj)	5	5	4.77
buffers and inverters	34	15	17.2
flip-flops	21	21	39.7
multiplexers	1	1	0.763
other	1	25	0.286
AND/OR/NAND/NOR	50	50	23.5
[metal layers]
metal	track usage, %	wire, µm	share of wire [%]	vias to the layer above
met1	4.77	1180	51	385
met5	0	0	0	-
met3	0.619	54	2.3	0
met2	5.47	1100	47	21
met4	0	0	0	0
li1	-	-	-	434
[cell usage in the layout (no fill, tap or decap), types with 5 or more instances in the layout]
cell | netlist | layout
nand3_1 | 8 | 8
o21ai_0 | 5 | 5
dfrtp_1 | 20 | 20
inv_1 | 8 | 8
xnor2_1 | 6 | 6
clkdlybuf4s50_1 | 0 | 5
nand2_1 | 5 | 5
conb_1 | 1 | 24
nand4_1 | 7 | 7
nor2_1 | 10 | 10
ha_1 | 5 | 5
No activity file was given, so power comes from the tool's default toggle rates.
