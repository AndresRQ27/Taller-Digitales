===== design/flow/run.sh =====
#!/bin/bash
# OpenROAD 26Q1-2900-gdf79404cd8, Yosys 0.63+post, stock flow scripts
make -C /OpenROAD-flow-scripts/flow DESIGN_CONFIG=/design/flow/config.mk WORK_HOME=/design/flow/orfs finish

===== design/flow/config.mk =====
export PLATFORM = sky130hd
export DESIGN_NAME = ALU
export DESIGN_NICKNAME = ALU
export VERILOG_FILES = /design/flow/design.v
export SDC_FILE = /design/flow/constraint.sdc
export NUM_CORES = 4
export LEC_CHECK = 1
export CORE_UTILIZATION = 40

===== design/flow/constraint.sdc =====
current_design ALU

set clk_period 27.2
set clk_io_pct 0.2

create_clock -name clk0 -period $clk_period

set non_clock_inputs [all_inputs -no_clocks]
set_input_delay [expr $clk_period * $clk_io_pct] -clock clk0 $non_clock_inputs
set_output_delay [expr $clk_period * $clk_io_pct] -clock clk0 [all_outputs]

===== design/flow/design.v =====
module ALU
			#(parameter width = 32)
			 (input logic [width-1:0] a,
			  input logic [width-1:0] b,
			  input logic [2:0] control,
			  output logic [width-1:0] result,
			  output logic [3:0] ALUFlags);		 
	logic [width-1:0] d0,d1,d2,d3,d4,d5,d6,d7;
	generate
		sumadorNbits 
		#(width)
		sumaN(a,b,0,ALUFlags[1],d0);
		restadorNbits
		#(width)
		restador(a,b,d1,ALUFlags[3],ALUFlags[2],ALUFlags[0]);
		andN
		#(width)
		andgate(a,b,d2);
		orN
		#(width)
		orgate(a,b,d3);
		sllN
		#(width)
		shiftL(a,b,d4);
		srlN
		#(width)
		shiftR(a,b,d5);
		xorN
		#(width)
		xorgate(a,b,d6);
		notN
		#(width)
		notgate(a,d7);
		MUX
		#(width)
		muxresult(d0,d1,d2,d3,d4,d5,d6,d7,control,result);
	endgenerate
endmodule
module MUX
			#(parameter width = 3)
			 (input logic [width-1:0] d0, d1, d2, d3, d4, d5, d6, d7,
			  input logic [2:0] s,
			  output logic [width-1:0] result);
	assign result = s[2] ? (s[1] ? (s[0] ? d7 : d6) : (s[0] ? d5 : d4)) : (s[1] ? (s[0] ? d3 : d2) : (s[0] ? d1 : d0));
endmodule
module andN
	#(parameter width =32)
		(input logic [width-1:0] a,
		input logic [width-1:0] b,
		output logic [width-1:0] y);
	assign y = a & b;
endmodule
module notN
	#(parameter width =32)
		(input logic [width-1:0] a,
		 output logic [width-1:0] y);
	assign y = ~a;
endmodule
module orN
	#(parameter width =32)
		(input logic [width-1:0] a,
		input logic [width-1:0] b,
		output logic [width-1:0] y);
	assign y = a | b;
endmodule
module restadorNbits #(parameter N = 32)
			(input logic [N-1:0] A,
			 input logic [N-1:0] B,
			 output logic [N-1:0] Q,
			 output logic negativo,
			 output logic zero,
			 output logic overflow);
			 always @*
			 begin
				Q <= A-B;
				overflow <= 0;
				if(Q == 0)begin 
					zero <= 1;
				end
				else if(A<B)begin
					negativo <= 1;
				end
				else begin 						
					zero <= 0;
					negativo <= 0;
				end
			end			
endmodule 
module sllN
	#(parameter width =32)
		(input logic [width-1:0] a,
		 input logic [width-1:0] b,
		 output logic [width-1:0] y);
	assign y = a << b;
endmodule
module srlN
	#(parameter width =32)
		(input logic [width-1:0] a,
		 input logic [width-1:0] b,
		 output logic [width-1:0] y);
	assign y = a >> b;
endmodule
module sumador1bit(
		input  A1bit,
		B1bit,
		Cin1bit,
		output logic Q1bit,
		Cout1bit);
		assign Q1bit = A1bit^B1bit^Cin1bit;
		assign Cout1bit =  (A1bit & B1bit) | (A1bit & Cin1bit) | (B1bit & Cin1bit);
endmodule
module sumadorNbits #(parameter N = 32)
		(input logic [N-1:0] A,
		 input logic [N-1:0] B,
		 input logic Cin,
		 output logic Cout,
		 output logic [N-1:0] Q);
	    logic [N:0] carrys;
		 assign carrys[0] = Cin;
		 genvar i;
		 generate
			for(i=0;i<N;i=i+1)begin:sumador_completo
				sumador1bit sumai(A[i],B[i],carrys[i],Q[i],carrys[i+1]);
			end
		endgenerate
		assign Cout = carrys[N];
endmodule 
module xorN #(parameter N=32)
	(input logic[N-1: 0] A,
	 input logic[N-1: 0] B,
	 output logic[N-1: 0] Q);
	 assign Q = A^B;
endmodule

==> metrics.yaml <==
routing:
  initialDrtViolationCount: 1030
  postRouteAntennaNets: 0
  first_pass_iters: 7
  wire_per_inst_um: 23.0
  n_antenna_cell: 0
  post_drt_via_cell_ratio: 6.31
  drt-total-wl_um: 37200
  remaining_drc_errors: 0
  vias: 10200
final_timing:
  slew_viol_final: 0
  untimed_endpoints: 4
  hold_viol: 0
  fin_ws_ns: 2.12
  finalCriticalPeriod_ns: 25.08
  rsz0062_at_grt: "no"
  tns_ns: 0
  worst_pin_slew_ns: 1.04
  timing.slew.headroom_pct: 30.4
  fmax_mhz: 39.9
  finalSetupViolations: 0
  min_period_over_period_pct: 92.2
  unclocked_regs: 2
synth:
  syn_inst: 1309
  async_flop_share_pct: 0
  yosys-stat-area_sq_um: 9160
  top_area_share_pct: 13.1
  synth-seq-cells: 2
  synth.avg_cell_area_sq_um: 7.00
  yosysWarnings: 2
  edf_count: 0
  yosysTopAreaCell: "ha_1"
  synth_area_sq_um: 9160
  yosys_cells: 1309
  synthDistinctLibCells: 79
  area_leaders: "ha_1 (13%), mux4_2 (11%), fa_1 (7.0%), a21oi_1 (6.5%), mux2i_1 (6.1%)"
  synthFlopType: "dlxtn_1"
global_routing:
  grt_pass1_vias: 9655
  grt_max_degree: 68
  grt_util_met3_pct: 7.74
  grt.met1_usage_pct: 49.5
  antenna_found_initial: 0
  grt_overflow_total: 0
  grt_pass1_wl_um: 57700
  grtUsageTotal_pct: 32.7
  grt.met2_usage_pct: 48.3
  top_usage_layer: "met1"
pwr:
  p_switching_w: 0.000117
  p_total_w: 0.000203
  p_clk_share_pct: 0
  peakVddDrop_mv: 0.00986
  leakage_nw: 4.22
  seq_power_share_pct: 0.1
  combPwrFrac_pct: 99.9
  cell_internal_pwr_w: 0.0000861
  power.density_nw_per_um2: 19.7
  swShare_pct: 57.6
placed_design:
  dpl_worst_slack_ns: 2.15
  hpwl_um: 28700
  port_buffers: 102
  placed_cells: 1616
  place.gp.congestion: 0.987
flow_run:
  warnings: 96
  drv_cap: 0
cells_and_area:
  areaGrowthSynthToFinish_pct: 12.5
  utilization_pct: 45.7
  final_cells: 1616
  drive_gt1_share_pct: 8.87
worst_setup_path:
  crit_slowest_cell: "clkdlybuf4s50_1"
  worst_path_largest_cell_delay_ns: 0.52
  crit_family: "adder cells"
  arrival_ns: 19.64
  cp_max_fo: 6
  worstSetupPathType: "in -> out"
  required_ns: 21.76
  startpoint: "a[0]"
  critPathMostFrequentCell: "fa_1"
  crit_buf_inv: 3
  crit_path_end_kind: "output port"
  cp-start-kind: "input pin"
worst_hold_path:
  hold_class: "in -> out"
  hold_end: "result[9]"
  holdPathStages: 4
  hp-start: "control[1]"
floorplan:
  ios: 103
  rows: 55
  core_area_sq_um: 22600
  die_height_um: 153
  dieArea_sq_um: 23500
  die_w_um: 153
  fp_util_pct: 40.6
clocking:
  post-cts-setup-buffer-count: 0
  cts_resized: 0
  cts-hold-fix-buffers: 0
outcome:
  status: "finished, final reports clean"
## Yosys cell counts (7+ instances only)
cell type    n
clkbuf_1    83
a31oi_1     27
inv_1      110
buf_1       17
o22ai_1      7
nand2b_1     7
a211oi_1    33
mux2i_1     56
o211ai_1    31
nor3_1      32
a21oi_1    119
nor2b_1      9
fa_1        32
buf_2        7
a211o_1      7
a22oi_1     12
nand3_1     16
nand4_1      7
mux2_2       8
mux4_2      44
inv_2        8
xnor2_1     23
and2_1       7
nor4_1      17
o21ai_0     77
o31ai_1     20
nor2_1     140
nand2_1    134
ha_1        96
## flip-flops by register name (all words and copies together), names as in the netlist
| signal | count |
|---|---|
| restador.negativo | 1 |
| restador.zero | 1 |
## power by group through the flow
| stage | Clock [W] | Combinational, W | Sequential [W] |
|---|---|---|---|
| after CTS | 0 | 0.000200 | 0.000000155 |
| after global routing | 0 | 0.000223 | 0.000000155 |
| final | 0 | 0.000203 | 0.000000155 |
## per-stage QoR
stage                     hold WS [ns]  instance area (sq um)
final                            11.69                  10300
after global routing             11.74                  10300
after CTS                        11.69                  10300
after detailed placement         11.69                  10300
after global placement           11.70                  10300
after floorplan                  11.04                   9160
## layer usage
layer	wire [um]	part of all wire (%)
met5	0	0
met4	933	2.5
met3	3800	10
met2	16300	44
met1	16200	44
## layout by cell type, fill, tap and decap left out, drive strengths merged, types with 39 or more instances in the layout
master and instances:
buf 39, inv 118, clkdlybuf4s50 95, o21ai 83, nand2 134, mux4 44
mux2i 56, a21oi 119, nor2 140, ha 96
## how the worst max path moves through the flow
stage | end | slack (ns) | depth (start not counted)
finish | result[31] | 2.12 | 40
global route | result[31] | 1.53 | 40
CTS | result[31] | 2.11 | 40
## tightest hold or removal path: cells and delay by family
| kind | cells | cell delay (ns) |
|---|---|---|
| compound gates | 2 | 0.20 |
| buf+inv | 2 | 0.60 |
## cells by family after synthesis
group	Yosys count	synth area share [%]
AOI/OAI and AO/OA	417	29.9
xor gates and xnor gates	26	2.49
adders and majority gates	128	20.1
buffers and inverters	230	9.72
latches	2	0.328
muxes	109	18.0
other	1	0.0409
and+or+nand+nor	396	19.4
## cell type report
type	instances	area [sq um]
Sequential cell	2	30.0
Tap cell	285	357
Multi-Input combinational cell	1077	8240
Inverter	118	443
Timing Repair Buffer	134	1230
Fill cell	2292	12300
Power is estimated from default activity; no workload was simulated.
